**./config.mk**
```make
export PLATFORM = sky130hd
export DESIGN_NAME = MemorySelector
export DESIGN_NICKNAME = MemorySelector
export VERILOG_FILES = /design/flow/design.v
export SDC_FILE = /design/flow/constraint.sdc
export NUM_CORES = 4
export LEC_CHECK = 1
export CORE_AREA = 10 10 85 85
export DIE_AREA = 0 0 95 95
```
**./constraint.sdc**
```tcl
current_design MemorySelector

set clk_period 3.4
set clk_io_pct 0.2

create_clock -name clk0 -period $clk_period [get_ports {clk}]

set non_clock_inputs [all_inputs -no_clocks]
set_input_delay [expr $clk_period * $clk_io_pct] -clock clk0 $non_clock_inputs
set_output_delay [expr $clk_period * $clk_io_pct] -clock clk0 [all_outputs]
```
**./design.v**
```verilog
module MemorySelector (
	input wire clk,
	input wire [7:0] mem_addr_instr,
	input wire mem_read_en_instr,
	output wire [31:0] mem_read_val_instr,
	input wire [7:0] mem_addr_data,
	input wire mem_read_en_data,
	input wire mem_write_en_data,
	output wire [31:0] mem_read_val_data,
	input wire [31:0] mem_write_val_data,
	output wire [7:0] mem_addr,
	output wire mem_read_en,
	output wire mem_write_en,
	input wire [31:0] mem_read_val,
	output wire [31:0] mem_write_val
	);
	reg curr = 0;
	always @ (posedge clk)
	begin
		curr = ~curr;
	end
	reg [7:0] mem_addr_data_r = 0;
	reg mem_read_en_data_r = 0;
	reg mem_write_en_data_r = 0;
	reg [31:0] mem_write_val_data_r = 0;
	always @ (mem_addr_data)
	begin
		mem_addr_data_r <= mem_addr_data;
	end
	always @ (mem_read_en_data)
	begin
		mem_read_en_data_r <= mem_read_en_data;
	end
	always @ (mem_write_en_data)
	begin
		mem_write_en_data_r <= mem_write_en_data;
	end
	always @ (mem_write_val_data)
	begin
		mem_write_val_data_r <= mem_write_val_data;
	end
	assign mem_addr = (curr == 1) ? mem_addr_instr : mem_addr_data_r;
	assign mem_read_en = (curr == 1) ? mem_read_en_instr : mem_read_en_data_r;
	assign mem_write_en = (curr == 1) ? 0 : mem_write_en_data_r;
	assign mem_write_val = (curr == 1) ? 0 : mem_write_val_data_r;
	assign mem_read_val_instr = (curr == 1) ? mem_read_val : 0;
	assign mem_read_val_data = (curr == 1) ? 0 : mem_read_val;
endmodule
```
**./run.sh**
```bash
#!/bin/bash
# OpenROAD 26Q1-2900-gdf79404cd8, Yosys 0.63+post, stock flow scripts
make -C /OpenROAD-flow-scripts/flow DESIGN_CONFIG=/design/flow/config.mk WORK_HOME=/design/flow/orfs finish
```
==> results.yml <==
# physical design summary
status:
  outcome: "finished clean"
flow_run:
  maxCapViolations: 0
  tool_warnings: 28
layout:
  largest_reg_flops: 1
  final_util_pct: 50.7
  fill_cells: 537
  syn_to_final_growth_pct: 220
  drive_above_1_share_pct: 4.33
floorplan:
  die_area_mm2: 0.00903
  row_count: 27
  coreArea_mm2: 0.00547
  io_pins: 190
  fp.dieH_um: 95
  fp-utilization_pct: 15.8
  fp.dieW_um: 95
clock_network:
  cts_resized: 0
  insertion_delay_ps: 0
  post_cts.repair.setup_buffers: 0
  path_clk_slew_ps: 0
  cts-hold-fix-buffers: 0
grt:
  gr-usage-met3_pct: 6.33
  grt_antenna_before_repair: 0
  grt-ovfl-total: 0
  busiest_layer: "met2"
  grtUsageMet1_pct: 10.6
  grtUsageMet2_pct: 18.9
  grt_util_all_layers_pct: 10.4
  first_global_vias: 1336
  grt_pass1_wl_mm: 7.41
  grt_max_degree: 54
synthesis:
  ys_cells: 120
  yosys_warnings: 1
  yosysUniqueCellTypes: 8
  async_reset_ff_share_pct: 0
  enable_flop_cells: 0
  top_area_cell: "nor2b_1"
  synth_top_cell_by_count: "nor2b_1"
  ys_area_um2: 867
  netlist_area_um2: 867
  ys_seq_elements: 1
  synthFlopType: "dfxtp_1"
  syn-instance-count: 120
  synth_area_per_cell_um2: 7.23
  yosysTopAreaCellShare_pct: 46.9
  common_cells: "65 x nor2b_1, 32 x and2_1, 9 x mux2_4"
  area_leaders: "nor2b_1 47%, and2_1 23%, mux2_4 16%"
  seq_area_frac_synth_pct: 2.31
critical_path:
  path_cells: "clkdlybuf4s50_1, nor2b_1, clkdlybuf4s50_1"
  slowest_delay_ps: 500
  rr_worst_depth: 2
  start_kind: "input pin"
  crit_end: "mem_read_val_data[28]"
  r2r_slack_ps: 2230
  crit_fanout: 2
  cp.arrival_ps: 1790
  startpoint: "mem_read_val[28]"
  reg2reg_to: "curr"
  required_ps: 2720
  r2r_start: "curr"
  crit_type: "input pin to output port"
  cpMaxStageDelayCell: "clkdlybuf4s50_1"
  end_kind: "output port"
  cpMostUsedCell: "clkdlybuf4s50_1"
pwr:
  power_density_mw_per_mm2: 80.0
  p_leak_nw: 1.08
  totalPowerFinal_uw: 222
  irDropWorstVdd_uv: 47.3
final_timing:
  hold-worst-slack_ps: 865
  hold_viol: 0
  clock.fmax_mhz: 405
  rsz0062_at_grt: "false"
  relSlewSlack_pct: 63.5
  skew_ps: 0
  final.setup.worst_slack_ps: 931
  final-setup-viol-count: 0
  setup_tns_ps: 0
  finalClockPeriodUsage_pct: 72.6
  period_minus_slack_ps: 2470
  worstMarginPinSlew_ps: 548
  slew_viol_final: 0
detailed_routing:
  n_antenna_cell: 0
  viasPerCell: 3.73
  wl_per_cell_um: 14.8
  first_pass_iters: 2
  drt_iter0_drc: 12
  drc: 0
  via_count: 1388
  totalWireLength_mm: 5.50
  antenna_left: 0
placed_design:
  portBuffers: 189
  place_congestion: 0.792
  hpwl_mm: 5.01
  place_ws_ps: 938
min_path:
  worstHoldPathType: "flop to flop"
  worstHoldStart: "curr"
where the power goes:
part	switching (mW)	leakage, nW	internal (mW)	total, mW
Clock	0	0	0	0
Combinational	0.0321	1.08	0.179	0.211
Sequential	0	0.00886	0.0112	0.0112
Total	0.0321	1.08	0.190	0.222
metal layers:
metal / routed length (µm) / vias up
met5: 0 / -
met4: 0 / 0
met3: 981 / 0
met2: 2650 / 104
met1: 1860 / 560
li1: - / 724
cells in the final DEF, fill, tap and decap left out:
master,n
clkdlybuf4s50_1,189
nor2b_1,65
and2_1,32
mux2_4,9
buf_4,3
inv_1,1
dfxtp_4,1
through the flow:
stage / std cells / cell area (µm²)
2_1_floorplan: 120 / 867
3_3_place_gp: 372 / 2770
3_5_place_dp: 372 / 2770
4_1_cts: 372 / 2770
5_1_grt: 372 / 2770
6_report: 372 / 2770
cell families after synthesis:
kind of cell,Yosys count,share of synthesized area [%]
buffers and inverters,13,12.1
DFF,1,2.31
muxes,9,15.6
and+or+nand+nor,97,70.0
worst min-delay path by stage:
stage	to	slack, ps	cells past startpoint
4_1_cts	curr	880	2
5_1_grt	curr	960	2
6_report	curr	870	2
cell type report:
type,count,area [µm²],share of cell area (%)
inverters,1,3.75,0.135
flip-flops and latches,1,23.8,0.857
well taps,72,90.1,3.25
multi-input cells,106,742,26.7
repair buffers,192,1910,69.0
worst max-delay path, delay by kind of cell:
family | cells | cell delay [ps]
buffers and inverters | 2 | 960
AND/OR/NAND/NOR | 1 | 140
Power is estimated from default activity; no workload was simulated.
